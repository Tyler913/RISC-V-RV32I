## design.v

```verilog
module Register_File (
    input wire pll_1_200MHz,
    input wire write_enable,
    input wire [4:0] read_reg1,
    input wire [4:0] read_reg2,
    input wire [4:0] write_reg,
    input wire [31:0] write_data,
    output wire [31:0] read_data1,
    output wire [31:0] read_data2
);
    reg [31:0] register [31:0];
    integer i = 0;
    assign read_data1 = (read_reg1 == 5'd0) ? 32'd0 : register[read_reg1];
    assign read_data2 = (read_reg2 == 5'd0) ? 32'd0 : register[read_reg2];
    always @(posedge pll_1_200MHz) begin
        if ((write_enable == 1'b1) && (write_reg != 5'd0)) begin
            register[write_reg] <= write_data;
        end
    end
endmodule
```

## run.sh

```bash
#!/bin/bash
# OpenROAD 26Q1-2900-gdf79404cd8, Yosys 0.63+post, stock flow scripts
make -C /OpenROAD-flow-scripts/flow DESIGN_CONFIG=/design/flow/config.mk WORK_HOME=/design/flow/orfs finish
```

## config.mk

```make
export PLATFORM = sky130hd
export DESIGN_NAME = Register_File
export DESIGN_NICKNAME = Register_File
export VERILOG_FILES = /design/flow/design.v
export SDC_FILE = /design/flow/constraint.sdc
export NUM_CORES = 4
export LEC_CHECK = 1
export CORE_UTILIZATION = 50
```

## constraint.sdc

```tcl
current_design Register_File

set clk_period 7.4
set clk_io_pct 0.2

create_clock -name clk0 -period $clk_period [get_ports {pll_1_200MHz}]

set non_clock_inputs [all_inputs -no_clocks]
set_input_delay [expr $clk_period * $clk_io_pct] -clock clk0 $non_clock_inputs
set_output_delay [expr $clk_period * $clk_io_pct] -clock clk0 [all_outputs]
```

==> results.yml <==
# generated from flow reports
cts:
  cts_buffers: 109
  cts_hold_buffers: 0
  post_cts_resized: 0
  htreeDepth: 3
  cts_root_buf: "clkbuf_16"
  cts_sinks: 1024
  clk_path_buf_depth: 3
  cts_tree: "yes"
  cts.clk_slew.worst_paths_ns: 0.06
  post_cts_buffers: 0
pwr:
  p_seq_share_pct: 50.4
  comb_power_share_pct: 9.0
  p_int_mw: 9.98
  clock_power_share_pct: 40.6
  cellLeakagePower_nw: 17.7
  p_sw_share_pct: 22.7
  power.switching_mw: 2.93
  powerDensity_nw_per_um2: 238
  vdd_ir_drop_max_mv: 0.180
die:
  boundaryPins: 113
  die_h_um: 312
  rows: 113
  initCoreUtil_pct: 50.4
  die_area_um2: 97100
  core_um2: 95000
  die_x_um: 312
route:
  antenna_cells: 0
  drt_iter0_drc: 1913
  post-route-drc-count: 0
  vias_per_cell: 6.85
  wl_mm: 150
  ant_nets: 0
  wl_per_cell_um: 36.7
  vias: 28000
  dr.pass1.iters: 5
synth:
  yosysWarnings: 1
  ys.flops: 1024
  synth.top_cell.area_share_pct: 64.2
  syn_area_um2: 47900
  synthCells: 2564
  topCellsByArea: "edfxtp_1 (64%), mux4_2 (15%), mux2i_1 (6.7%)"
  synth.avg_cell_area_um2: 18.7
  post-synth-top-area-cell: "edfxtp_1"
  common_cells: "edfxtp_1 (1024), mux2i_1 (320), mux4_2 (316), clkbuf_1 (98), nand2_1 (85)"
  synth.distinct_cells: 39
  ys_area_um2: 47900
  yosysCellCount: 2564
  ys_async_sr_fraction_pct: 0
  edf_count: 1024
  ys_seq_share_pct: 64.2
  ff_type: "edfxtp_1"
  most_common_cell: "edfxtp_1"
grt:
  grt_pass1_vias: 31100
  grt_max_degree: 87
  grt_pass1_wl_mm: 214
  antenna_found_initial: 2
  grt_overflow_total: 0
  grt_use_total_pct: 35.1
timing:
  clock.fmax_ghz: 0.154
  setup-violations-final: 0
  period_needed_ns: 6.48
  slew_viol_final: 0
  tns_ns: 0
  rsz0062_at_grt: "false"
  finalClockPeriodUsage_pct: 87.6
  max_slew_margin_pct: 31.4
  worst_slew_pin_slew_ns: 1.03
  finalHoldViolations: 0
  fin_ws_ns: 0.919
setup_path:
  critPathKind: "in -> out"
  critical_path_required_ns: 5.92
  end_kind: "primary output"
  crit_path_start_kind: "primary input"
  path_max_fanout: 52
  crit_arrival_ns: 5.00
final_layout:
  final.fill_count: 6948
  largest_register_ffs: 1024
  top_regs: "register (1024)"
  synthToLayoutAreaGrowth_pct: 13.4
  combGateArea_um2: 16400
  drive_gt1_share_pct: 26.5
  top_register: "register"
  seq_area_um2: 30700
place:
  post-place-ws_ns: 1.11
  port_buffers: 112
  dp_hpwl_mm: 84.8
  gp_congestion: 0.904
min_path:
  hold_class: "in -> reg"
job:
  openroad.warnings: 26
  maxCapViolations: 0
status:
  outcome: "completed"
-- stage by stage --
| step | std cells | util (%) | area, um^2 | hold slack [ns] | total power [mW] |
|---|---|---|---|---|---|
| 2_1_floorplan | 2595 | - | 48000 | 1.58 | 7.27 |
| 3_3_place_gp | 3886 | 53.6 | 50900 | 2.30 | 7.77 |
| 3_5_place_dp | 3886 | 53.6 | 50900 | 2.31 | 7.78 |
| 4_1_cts | 4084 | 57.2 | 54300 | 1.58 | 13.0 |
| 5_1_grt | 4084 | 57.2 | 54300 | 1.63 | 13.3 |
| 6_report | 4084 | 57.2 | 54300 | 1.60 | 12.9 |
-- kinds of logic (layout without fill, tap and decap cells) --
group	after synthesis	in the layout	share of synthesized area, %
DFF	1024	1024	64.2
muxes	736	736	25.0
other	1	32	0.00783
AOI/OAI and AO/OA	374	374	6.15
and+or+nand+nor	212	212	2.18
buffers and inverters	217	441	2.44
-- final cells by class --
type / instances / share of cell area, %
Tap cell: 1265 / 2.91
Inverter: 2 / 0.0161
Clock inverter: 54 / 0.868
Multi-Input combinational cell: 1354 / 30.2
Sequential cell: 1024 / 56.6
Clock buffer: 144 / 5.34
Timing Repair Buffer: 241 / 4.06
-- metal layers --
layer	global-route usage (%)	vias up	wire length, um
met5	4.25	-	519
met4	9.64	16	5400
li1	-	11400	-
met2	48.5	2252	68900
met3	30.4	334	30200
met1	41.8	14000	44900
-- worst paths after layout --
check / slack, ns / start / end / cells after the start
setup / recovery: 0.92 / read_reg2[1] / read_data2[14] / 7
hold / removal: 1.60 / write_data[13] / register[29][13] / 2
-- cells in the final DEF (no fill, tap or decap), drive strengths merged, types with 37 or more instances in the layout --
cell              n
a22oi            64
mux2i           320
edfxtp         1024
nor2             37
clkbuf          144
o221ai           64
a221oi           54
mux4            352
nor2b            37
clkinv           41
a211oi           64
nand2            85
buf             139
mux2             64
o21ai            54
clkdlybuf4s50   102
-- worst max-delay path, stage by stage --
cell,delay [ns]
buf_6,0.56
buf_4,0.68
buf_4,0.49
mux4_2,0.27
a21oi_1,0.07
a211oi_1,0.75
clkdlybuf4s50_1,0.61
-- power groups by stage --
stage | clock, mW | combinational, mW | sequential [mW]
finish | 5.24 | 1.17 | 6.50
CTS | 5.29 | 1.16 | 6.50
global route | 5.53 | 1.24 | 6.51
Power is estimated from default activity; no workload was simulated.
