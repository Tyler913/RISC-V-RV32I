File: ./config.mk
export PLATFORM = sky130hd
export DESIGN_NAME = ALU
export DESIGN_NICKNAME = ALU
export VERILOG_FILES = /design/flow/design.v
export SDC_FILE = /design/flow/constraint.sdc
export NUM_CORES = 4
export LEC_CHECK = 1
export CORE_UTILIZATION = 30
File: ./constraint.sdc
current_design ALU

set clk_period 12.7
set clk_io_pct 0.2

create_clock -name clk0 -period $clk_period

set non_clock_inputs [all_inputs -no_clocks]
set_input_delay [expr $clk_period * $clk_io_pct] -clock clk0 $non_clock_inputs
set_output_delay [expr $clk_period * $clk_io_pct] -clock clk0 [all_outputs]
File: ./design.v
module ALU (
    input  wire [31:0] operand_a,
    input  wire [31:0] operand_b,
    input  wire [3:0]  alu_control,
    output reg  [31:0] alu_result,
    output reg         alu_zero_flag
);
    localparam ALU_ADD  = 4'd0;
    localparam ALU_SUB  = 4'd1;
    localparam ALU_SLL  = 4'd2;  
    localparam ALU_SRL  = 4'd3;  
    localparam ALU_SRA  = 4'd4;  
    localparam ALU_SLT  = 4'd5;  
    localparam ALU_SLTU = 4'd6;  
    localparam ALU_AND  = 4'd7;
    localparam ALU_OR   = 4'd8;
    localparam ALU_XOR  = 4'd9;
    always @(*) begin
        case (alu_control)
            ALU_ADD:  alu_result = operand_a + operand_b;
            ALU_SUB:  alu_result = operand_a - operand_b;
            ALU_SLL:  alu_result = operand_a << operand_b[4:0];
            ALU_SRL:  alu_result = operand_a >> operand_b[4:0];
            ALU_SRA:  alu_result = $signed(operand_a) >>> operand_b[4:0];
            ALU_SLT:  alu_result = ($signed(operand_a) < $signed(operand_b)) ? 32'b1 : 32'b0;
            ALU_SLTU: alu_result = (operand_a < operand_b) ? 32'b1 : 32'b0;
            ALU_AND:  alu_result = operand_a & operand_b;
            ALU_OR:   alu_result = operand_a | operand_b;
            ALU_XOR:  alu_result = operand_a ^ operand_b;
            default:  alu_result = 32'b0;
        endcase
        alu_zero_flag = (alu_result == 32'd0) ? 1'b1 : 1'b0;
    end
endmodule
File: ./run.sh
#!/bin/bash
# OpenROAD 26Q1-2900-gdf79404cd8, Yosys 0.63+post, stock flow scripts
make -C /OpenROAD-flow-scripts/flow DESIGN_CONFIG=/design/flow/config.mk WORK_HOME=/design/flow/orfs finish
==> Table 3: Implementation characteristics <==
Physical design parameters

Parameter                              Value

Status
  Run status .................. complete, no violations

Setup path
  Slowest cell on crit path .................. sky130_fd_sc_hd__a2111oi_0
  Crit-path max FO .................. 41
  Critical Path AT .................. 8.34 ns
  List of cells traversed by the critical path .................. clkdlybuf4s50_1 > buf_4 > clkinv_1 > buf_4 > ha_1 > nor2b_1 > o21bai_1 > nand4_1 > a2111oi_0 > nor2_1 > and3_1 > o41ai_1 > o221a_2 > o211ai_1 > nor3_1 > or4b_1 > nor4_2 > clkdlybuf4s50_1
  Combined buffer and inverter count along the critical path .................. 5
  Family of cells with the greatest summed delay on the critical path .................. AND-OR/OR-AND gates
  Kind of critical path .................. in2out
  Nature of the critical path endpoint .................. output pin
  Delay of the slowest cell on the worst path .................. 0.76 ns
  Data required, critical path .................. 10.16 ns
  CP Launch Type .................. primary input

Route
  Via total after detailed routing .................. 11.0k
  Routed vias/inst .................. 6.46
  DRC violations left .................. 0
  Number of detailed-route iterations in the first pass .................. 5
  Initial drt markers .................. 1332
  Final wirelength .................. 46.1 mm
  Average routed wire per standard cell .................. 27.0 um
  Antenna Diode Count .................. 0
  Detail Route Antenna Nets .................. 0

Placement
  Placed cell areas .................. 10300 um2
  Detailed placer's ending HPWL .................. 35.8 mm
  Worst slack after detailed placement .................. 1.87 ns
  Routability congestion estimate from global placement .................. 1.05
  Count of input and output buffers .................. 101

Logic synthesis
  Main area contributors .................. sky130_fd_sc_hd__ha_1, sky130_fd_sc_hd__mux4_2, sky130_fd_sc_hd__mux2i_1
  Yosys warning tally .................. 1
  Number of standard cells reported by yosys .................. 1282
  Synthesized area divided by synthesized cell count .................. 7.10 um2
  Area reported by Yosys stat .................. 9100 um2
  Area share of the largest cell type after synthesis .................. 0.133
  Number of library cell types mapped by synthesis .................. 98
  Instance count of the mapped netlist .................. 1282
  Leading area contributor after synthesis .................. sky130_fd_sc_hd__ha_1
  Sequential share of the synthesized area .................. 0
  Post-synthesis instance area .................. 9100 um2

STA
  Worst setup margin .................. 1.82 ns
  Pins over their slew limit .................. 0
  Measured slew at the worst slew-check pin .................. 0.828 ns
  Final Cycle Share .................. 0.856
  Peak clock frequency supported by timing .................. 0.0920 GHz
  Setup repair after global routing missed its margin .................. no
  Number of hold-slack violations in the final timing report .................. 0
  Relative max-transition margin .................. 0.443
  Setup violators final .................. 0
  Smallest hold slack .................. 6.39 ns
  Min Clock Period, post-route .................. 10.88 ns
  Setup TNS .................. 0 ns

Finish
  Total number of sequential cells .................. 0
  Most numerous logic cells after layout .................. sky130_fd_sc_hd__nand2_1, sky130_fd_sc_hd__clkdlybuf4s50_1, sky130_fd_sc_hd__ha_1, sky130_fd_sc_hd__a21oi_1
  Reg area .................. 0 um2
  Synthesis-to-layout area growth .................. 13.2%
  Share of layout cells above drive strength 1 .................. 0.0959
  Tally of clock buffers in the finished layout .................. 0
  Commonest non-fill, non-tap cell in the layout .................. sky130_fd_sc_hd__nand2_1
  Number of inserted filler cells in the final layout .................. 3187
  Final instance area .................. 10300 um2

Die
  Initial core utilization .................. 0.306
  Total die size .................. 31000 um2
  Die boundary width .................. 176 um
  Core area .................. 29700 um2
  Row count .................. 63
  Height of the chip .................. 176 um
  Count of pins on the block boundary .................. 101

Global route
  First-pass GRT wire length .................. 67.7 mm
  Total congestion overflow after global routing .................. 0
  Number of antenna violations at the first check in global routing .................. 1
  Global Route met2 Usage .................. 0.464
  Met3 layer usage reported by global route .................. 0.0362
  Top Usage Layer GRT .................. met2
  Number of global-route vias before repair .................. 10.1k
  Maximum number of pins on one net before global-route repair .................. 51
  Met1 Resource Use GR .................. 0.433
  Aggregate global-route resource usage .................. 0.296

Job
  Max-capacitance violation count .................. 0
  Tool warnings .................. 97

Power and ir drop
  Power density over the cells .................. 45.3 nW/um2
  Cell leakage power .................. 4.16 nW
  VDD IR max .................. 0.0171 mV
  Total power consumption of the routed design .................. 0.467 mW

Clock tree
  Count of hold-fix buffers inserted at cts .................. 0
  Cell resize tally after clock tree synthesis .................. 0
  Buffer count from post-CTS setup fixing .................. 0

Worst hold path
  Hold crit path type .................. in2out
-- kinds of logic (layout without fill, tap and decap cells) --
family | Yosys count | after routing | share of synthesized area
AND-OR/OR-AND | 504 | 504 | 0.384
XOR/XNOR | 16 | 16 | 0.0154
adder cells (fa/ha/maj) | 99 | 99 | 0.138
buffers and inverters | 197 | 229 | 0.100
multiplexers | 103 | 103 | 0.161
AND/OR/NAND/NOR | 363 | 363 | 0.201
-- worst min-delay path: cells and delay by family --
family                     cells  cell delay, ns
AOI/OAI and AO/OA              1            0.15
buffers and inverters          3            1.01
adders and majority gates      1            0.15
-- synthesized netlist by cell type (9+ instances only) --
master and number:
sky130_fd_sc_hd__a211oi_1 26, sky130_fd_sc_hd__a21o_1 15, sky130_fd_sc_hd__a21oi_1 96, sky130_fd_sc_hd__a221oi_1 15
sky130_fd_sc_hd__a22o_1 9, sky130_fd_sc_hd__a22oi_1 26, sky130_fd_sc_hd__a31oi_1 15, sky130_fd_sc_hd__clkbuf_1 71
sky130_fd_sc_hd__ha_1 97, sky130_fd_sc_hd__inv_1 94, sky130_fd_sc_hd__mux2_2 19, sky130_fd_sc_hd__mux2i_1 52
sky130_fd_sc_hd__mux4_2 29, sky130_fd_sc_hd__nand2_1 102, sky130_fd_sc_hd__nand2b_1 13, sky130_fd_sc_hd__nand3_1 24
sky130_fd_sc_hd__nor2_1 94, sky130_fd_sc_hd__nor2b_1 17, sky130_fd_sc_hd__nor3_1 32, sky130_fd_sc_hd__nor4_1 10
sky130_fd_sc_hd__o2111ai_1 13, sky130_fd_sc_hd__o211ai_1 33, sky130_fd_sc_hd__o21ai_0 93, sky130_fd_sc_hd__o22ai_1 23
sky130_fd_sc_hd__o31ai_1 19, sky130_fd_sc_hd__xnor2_1 15
-- power breakdown --
part,internal [mW],leakage [nW],total [mW],switching [mW]
Sequential,0,0,0,0
Clock,0,0,0,0
Combinational,0.183,4.16,0.467,0.284
-- path summary, 6_finish.rpt --
check,slack [ns],start,to,depth (start not counted)
worst max-delay path,1.82,operand_b[4],alu_zero_flag,18
worst min-delay path,6.39,operand_b[22],alu_result[22],5
-- routing by layer --
| layer | vias to the layer above | share of wire |
|---|---|---|
| met5 | - | 0.00020 |
| met4 | 2 | 0.025 |
| met3 | 91 | 0.079 |
| met2 | 644 | 0.45 |
| met1 | 5289 | 0.44 |
| li1 | 4987 | - |
-- stage by stage --
step                      cells   util
after floorplan            1282      -
after global placement     1704  0.347
after detailed placement   1704  0.347
after CTS                  1704  0.347
after global routing       1704  0.347
final                      1704  0.347
-- layout make-up --
cell class | instances | area [um2] | share of cell area
Multi-Input combinational cell | 1085 | 8210 | 0.797
Timing Repair Buffer | 132 | 1240 | 0.120
Tap cell | 390 | 488 | 0.0474
Inverter | 97 | 364 | 0.0353
Power and IR drop assume default switching activity.
